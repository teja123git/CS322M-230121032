File: constraint.sdc
current_design traffic_light

set clk_period 1.6
set clk_io_pct 0.2

create_clock -name clk0 -period $clk_period [get_ports {clk}]

set non_clock_inputs [all_inputs -no_clocks]
set_input_delay [expr $clk_period * $clk_io_pct] -clock clk0 $non_clock_inputs
set_output_delay [expr $clk_period * $clk_io_pct] -clock clk0 [all_outputs]
File: run.sh
#!/bin/bash
# OpenROAD 26Q1-2900-gdf79404cd8, Yosys 0.63+post, stock flow scripts
make -C /OpenROAD-flow-scripts/flow DESIGN_CONFIG=/design/flow/config.mk WORK_HOME=/design/flow/orfs finish
File: design.v
module traffic_light(
    input  wire clk,
    input  wire rst,
    input  wire tick,
    output wire ns_g,
    output wire ns_y,
    output wire ns_r,
    output wire ew_g,
    output wire ew_y,
    output wire ew_r
);
    parameter NS_GREEN  = 2'd0,
              NS_YELLOW = 2'd1,
              EW_GREEN  = 2'd2,
              EW_YELLOW = 2'd3;
    reg [1:0] state_present, state_next;
    parameter D_NS_GREEN  = 5,
              D_NS_YELLOW = 2,
              D_EW_GREEN  = 5,
              D_EW_YELLOW = 2;
    reg [2:0] phase_cnt_present, phase_cnt_next;
    always @(*) begin
        state_next      = state_present;
        phase_cnt_next  = phase_cnt_present;
        if (tick) begin
            case (state_present)
                NS_GREEN: begin
                    if (phase_cnt_present == D_NS_GREEN-1) begin
                        state_next     = NS_YELLOW;
                        phase_cnt_next = 0;
                    end else begin
                        phase_cnt_next = phase_cnt_present + 1;
                    end
                end
                NS_YELLOW: begin
                    if (phase_cnt_present == D_NS_YELLOW-1) begin
                        state_next     = EW_GREEN;
                        phase_cnt_next = 0;
                    end else begin
                        phase_cnt_next = phase_cnt_present + 1;
                    end
                end
                EW_GREEN: begin
                    if (phase_cnt_present == D_EW_GREEN-1) begin
                        state_next     = EW_YELLOW;
                        phase_cnt_next = 0;
                    end else begin
                        phase_cnt_next = phase_cnt_present + 1;
                    end
                end
                EW_YELLOW: begin
                    if (phase_cnt_present == D_EW_YELLOW-1) begin
                        state_next     = NS_GREEN;
                        phase_cnt_next = 0;
                    end else begin
                        phase_cnt_next = phase_cnt_present + 1;
                    end
                end
            endcase
        end
    end
    always @(posedge clk) begin
        if (rst) begin
            state_present     <= NS_GREEN;
            phase_cnt_present <= 0;
        end else begin
            state_present     <= state_next;
            phase_cnt_present <= phase_cnt_next;
        end
    end
    assign ns_g = (state_present == NS_GREEN);
    assign ns_y = (state_present == NS_YELLOW);
    assign ns_r = ~(ns_g | ns_y);
    assign ew_g = (state_present == EW_GREEN);
    assign ew_y = (state_present == EW_YELLOW);
    assign ew_r = ~(ew_g | ew_y);
endmodule
File: config.mk
export PLATFORM = sky130hd
export DESIGN_NAME = traffic_light
export DESIGN_NICKNAME = traffic_light
export VERILOG_FILES = /design/flow/design.v
export SDC_FILE = /design/flow/constraint.sdc
export NUM_CORES = 4
export LEC_CHECK = 1
export CORE_AREA = 10 10 70 70
export DIE_AREA = 0 0 80 80
==> results.toml <==
# generated from flow reports
[run_status]
status = "finished clean"

[synth]
common_cells = "7 x dfxtp_1, 5 x nor2_1"
yosysWarnings = 1
area_leaders = "dfxtp_1 38%, ha_1 10%, a22oi_1 6.1%"
yosys.stat.seqShare_pct = 38.1
most_common_cell = "dfxtp_1"
async_flop_share_pct = 0
ys_cells = 40
synth.avg_cell_area_um2 = 9.20
synth_flops = 7
ys_types = 20
synth-edff-count = 0
netlist_area_um2 = 368
synthCells = 40
synth-main-ff-cell = "dfxtp_1"
yosysTopAreaCell = "dfxtp_1"
ys_area_um2 = 368
top_cell_area_share_pct = 38.1

[timing]
setup_viol = 0
relSlewSlack_pct = 76.3
slew_viol_final = 0
tightestPinTransition_ns = 0.354
rsz0062_at_grt = "false"
finalClockPeriodUsage_pct = 94.3
clock_skew_ns = 0.00231
max_freq_mhz = 663
hold_violations = 0
fin_crit_ns = 1.51
holdWs_ns = 0.546

[route]
routed-via-count = 337
wl_um = 858
ant_nets = 0
num_antenna_cells = 0
first_iter_violations = 18
route.detailed.drc = 0
first_pass_iters = 4
routedWlPerCell_um = 8.94
via_per_inst = 3.51

[final_layout]
drive_gt1_share_pct = 14.0
finalNonFillerCells = 96
final_util_pct = 15.2
syn2layout_area_growth_pct = 41.5

[worst_setup_path]
reg2reg_slack_ns = 0.27
rr_startpoint = "phase_cnt_present[0]"
critical_path.max_fanout = 7
cp-end-kind = "output pin"
worstSetupPathType = "reg -> out"
cp-start-kind = "register"
cp-startpoint = "state_present[3]"
cp.arrival_ns = 1.19
path_cells = "nor2_1 -> clkdlybuf4s50_1"
cp_data_required_time_ns = 1.28
slowest_stage = "clkdlybuf4s50_1"
critPathMaxStageDelay_ns = 0.47

[hold_path]
hold_class = "reg -> reg"
min_from = "phase_cnt_present[1]"

[power_and_ir_drop]
p_leak_uw = 0.000176
seqPwrFrac_pct = 48.2
clkPwrFrac_pct = 41.7
switchingPower_uw = 89.5
switching_share_pct = 23.5
p_per_area_nw_per_um2 = 732
irDropWorstVdd_mv = 0.525
combPwrFrac_pct = 10.0
p_int_uw = 292

[place]
hpwl_um = 683
place_congestion = 0.712
dp.cells = 92
port_buffers = 8

[cts]
ctsRootBufferMaster = "clkbuf_4"
cts_tree = "done"
cts_resized = 0
clock-sinks = 7
htreeDepth = 1
cts_buffers = 3
clk_pin_slew_ns = 0.05
cts_buffer_depth = 2
hold_buffers = 0
clkLatencyLatePin_ns = 0.25
post_cts_buffers = 0

[global_routing]
grt_pass1_wl_mm = 1.53
antenna_found_initial = 0
grt_max_degree = 11
grt_pass1_vias = 335
overflow = 0
grt_usage_pct = 2.93

[floorplanning]
die-width_um = 80
rows = 21
coreArea_um2 = 3420
boundaryPins = 9
fp_util_pct = 10.8
chipHeight_um = 80
chipArea_um2 = 6400

[flow_run]
warnings = 27
drv_cap = 0
worst max-delay path: cells and delay by family (launching register included):
family / cells / cell delay [ns]
buf+inv: 1 / 0.47
flops: 1 / 0.36
simple gates: 1 / 0.11
power groups by stage:
| stage | clock (µW) | combinational, µW | sequential [µW] |
|---|---|---|---|
| CTS | 164 | 37.7 | 184 |
| global route | 179 | 43.9 | 185 |
| finish | 159 | 38.3 | 184 |
flip-flops by register name, summed over array words and instances (netlist names):
| register | cells |
|---|---|
| state_present | 4 |
| phase_cnt_present | 3 |
layout make-up:
class | instances | area, µm²
inverters | 2 | 7.51
fillers | 394 | 2900
repair buffers | 8 | 80.1
clock buffers | 4 | 26.3
well taps | 46 | 57.6
multi-input cells | 29 | 206
flip-flops and latches | 7 | 143
placed cells by master (no fill, tap or decap), types with 2 or more instances in the layout:
cell type,synthesis,layout
a22oi_1,3,3
clkbuf_4,0,3
clkdlybuf4s50_1,0,8
dfxtp_1,7,5
dfxtp_2,0,2
ha_1,3,3
inv_1,2,2
nand2_1,3,3
nand3b_1,3,3
nor2_1,5,4
o32ai_1,2,2
through the flow:
stage	power (µW)	worst slack, ns	setup TNS (ns)	cell area, µm²
detailed placement	225	-0.0313	-0.0377	489
global placement	221	0.0266	0	489
CTS	385	0.0340	0	515
global route	408	0.0291	0	520
finish	381	0.0918	0	520
floorplan	216	0.401	0	368
path summary, 6_finish.rpt:
check,cells past startpoint,endpoint
setup / recovery,2,ew_r
hold / removal,2,phase_cnt_present[1]
setup reg to reg,5,phase_cnt_present[1]
hold reg to reg,2,phase_cnt_present[1]
logic make-up (layout without fill, tap and decap cells):
logic type / count (synthesis) / count (layout) / share of synthesized area (%)
buffers and inverters: 4 / 14 / 6.46
AND/OR/NAND/NOR: 16 / 16 / 23.8
AND-OR/OR-AND: 10 / 10 / 21.4
flip-flops: 7 / 7 / 38.1
adder cells (fa/ha/maj): 3 / 3 / 10.2
metal layers:
layer  routed length, µm  up-vias  GRT usage, %
li1                    -      170             -
met1                 424      150          3.76
met2                 292       17          3.93
met3                 140        0          2.27
met4                   0        0         0.176
met5                   0        -             0
Power and IR drop assume default switching activity.
