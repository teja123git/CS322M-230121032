`./config.mk`:
```
export PLATFORM = sky130hd
export DESIGN_NAME = vending_mealy
export DESIGN_NICKNAME = vending_mealy
export VERILOG_FILES = /design/flow/design.v
export SDC_FILE = /design/flow/constraint.sdc
export NUM_CORES = 4
export LEC_CHECK = 1
export CORE_AREA = 10 10 70 70
export DIE_AREA = 0 0 80 80
```
`./constraint.sdc`:
```
current_design vending_mealy

set clk_period 1.6
set clk_io_pct 0.2

create_clock -name clk0 -period $clk_period [get_ports {clk}]

set non_clock_inputs [all_inputs -no_clocks]
set_input_delay [expr $clk_period * $clk_io_pct] -clock clk0 $non_clock_inputs
set_output_delay [expr $clk_period * $clk_io_pct] -clock clk0 [all_outputs]
```
`./design.v`:
```
module vending_mealy(
    input  wire clk,
    input  wire rst,       
    input  wire [1:0] coin,  
    output reg  dispense,  
    output reg  chg5       
);
    parameter idle=2'b00, five=2'b01, ten=2'b10, fifteen=2'b11;
    reg [1:0] state_present, state_next;
    always @(posedge clk) begin
        if (rst)
            state_present <= idle;
        else
            state_present <= state_next;
        dispense <= 0; 
        chg5 <= 0;     
        if(state_present==ten && coin==2'b10)begin
            dispense <= 1;  
        end else if(state_present==fifteen && coin==2'b01) begin
            dispense <= 1;  
        end else if(state_present==fifteen && coin==2'b10) begin
            dispense <= 1;  
            chg5 <= 1;      
        end
    end
    always @(*) begin
        state_next = state_present;
        case (state_present)
            idle: begin
                if (coin == 2'b01) state_next = five;
                else if (coin == 2'b10) state_next = ten;
            end
            five: begin
                if (coin == 2'b01) state_next = ten;
                else if (coin == 2'b10) state_next = fifteen;
            end
            ten: begin
                if (coin == 2'b01) state_next = fifteen;
                else if (coin == 2'b10) begin
                    state_next = idle;
                end
            end
            fifteen: begin
                if (coin == 2'b01) begin
                    state_next = idle;
                end
                else if (coin == 2'b10) begin
                    state_next = idle;
                end
            end
        endcase
    end
endmodule
```
`./run.sh`:
```
#!/bin/bash
# OpenROAD 26Q1-2900-gdf79404cd8, Yosys 0.63+post, stock flow scripts
make -C /OpenROAD-flow-scripts/flow DESIGN_CONFIG=/design/flow/config.mk WORK_HOME=/design/flow/orfs finish
```
==> job_summary.md <==
## Synthesis and layout report

| Metric | Value |
|---|---|
| DR DRC count | `0` |
| Largest net degree at the start of global routing | `10` |
| Layout cells sized above 1 | `0.132` |
| Syn-to-layout area delta | `43.6%` |
| Mapped Cells | `30` |
| Total track usage | `0.0190` |
| Worst setup EP type | `flip-flop` |
| Clock sinks | `6` |
| Post-route cell area | `404 um^2` |
| Most frequent logic cell in the layout | `dfxtp_1` |
| Cts repair resizes | `0` |
| Area reported by Yosys stat | `282 um^2` |
| Initial antenna violation count | `0` |
| Worst-path clk slew | `0.04 ns` |
| Remaining Overflow, GRT | `0` |
| DRT Wirelength | `591 um` |
| Maximum root-to-sink buffer count | `2` |
| Yosys cell types | `16` |
| Worst hold slack | `0.467 ns` |
| Fp util | `0.0824` |
| Core ar. | `3420 um^2` |
| Power, Total | `0.348 mW` |
| Setup-failing EPs final | `0` |
| Global-route wire length before repair | `938 um` |
| Worst hold path type | `flip-flop to flip-flop` |
| Status | `finished clean` |
| Setup crit start kind | `input pin` |
| Num CTS Buffers | `3` |
| Row cnt | `21` |
| DR vias | `between 200 and 250` |
| Number of port buffers | `5` |
| Root Driver | `clkbuf_4` |
| Chip area | `6400 um^2` |
| Filler cell count | `397` |
| Peak supply drop | `0.000142 V` |
| Crit path kind | `input pin to flip-flop` |
| Crit path required time | `1.72 ns` |
| Post-CTS setup buffers | `0` |
| Die X | `80 um` |
| Yosys warning tally | `1` |
| Slew Viols, Final | `0` |
| Worst clock skew | `0.00222 ns` |
| Hold-fix buffers, CTS | `0` |
| Post-synth regs | `6` |
| Ant diodes | `0` |
| Vias in the first global route | `214` |
| Latency at later pin | `0.24 ns` |
| Max FO, Critical Path | `6` |
| Placed cell areas | `382 um^2` |
| Final GP Congestion | `roughly 0.7` |
| Cycle use final | `0.847` |
| Fin crit period | `1.36 ns` |
| Register share after synthesis | `0.427` |
| CP arrival | `around 1.5 ns` |
| Average instance area after synthesis | `approximately 9.4 um^2` |
| DR WL/cell | `7.04 um` |
| Post-DRT Antenna Nets | `0` |
| Chip height | `80 um` |
| Ratio of total power to cell area | `861 nW/um^2` |
| OpenROAD warning count | `25` |
| Most frequent cells in the layout | `dfxtp_1 (6), clkdlybuf4s50_1 (5), nor2b_1 (3), a211oi_1 (3), clkbuf_4 (3)` |
| DRT Pass-1 Iters | `4` |
| Cells in synth_stat.txt | `30` |
| Worst slew pin tran | `0.213 ns` |
| Max cap viols | `0` |
| Cell Count, Final, Fillers Out | `about 84` |
| Vias/cell | `between 2 and 3` |
| Rel. slew slack | `0.857` |
| IO Pins | `6` |
| Initial DRC count | `5` |
| Final hold violation count | `0` |
| CTS tree | `done` |
| Htree depth | `1` |
| FMAX | `roughly 740 MHz` |
| Detailed placement HPWL | `472 um` |
| Post-Syn Area | `~280 um^2` |
| Placed instance count | `81` |
| RSZ-0062 raised after global routing | `no` |
| Pleak | `0.133 nW` |
-- cells in the mapped netlist --
master	number	area, um^2
buf_6	2	22.5
or3b_1	1	8.76
o21ai_0	1	5.00
nand3b_1	2	15.0
nand2_1	2	7.51
dfxtp_1	6	120
xnor2_1	1	8.76
mux2i_1	1	10.0
nor2_1	2	7.51
a21oi_1	2	10.0
inv_1	1	3.75
a211oi_1	3	22.5
or2b_1	1	7.51
o21bai_1	1	7.51
nor2b_1	3	18.8
a31oi_1	1	6.26
-- metrics by stage --
stage,utilization,setup TNS [ns],worst slack (ns)
6_report,0.118,0,0.244
5_1_grt,0.118,0,0.166
4_1_cts,0.118,0,0.248
3_5_place_dp,0.112,-0.00818,-0.00818
3_3_place_gp,0.112,0,0.0252
2_1_floorplan,-,0,0.459
-- final timing paths --
| check | startpoint | end | slack [ns] | cells after the start |
|---|---|---|---|---|
| worst max-delay path | coin[0] | state_present[0] | 0.24 | 5 |
| worst min-delay path | state_present[3] | chg5 | 0.47 | 2 |
| worst max register to register | state_present[1] | state_present[0] | 0.55 | 3 |
| worst min register to register | state_present[3] | chg5 | 0.47 | 2 |
-- logic make-up after synthesis --
group	share of synthesized area
AND/OR/NAND/NOR	0.231
AND-OR/OR-AND	0.182
flip-flops	0.427
buffers and inverters	0.0933
XOR/XNOR	0.0311
multiplexers	0.0356
-- layout make-up --
type                    instances  area (um^2)  share of cell area
repair buffers                  7         65.1               0.161
well taps                      46         57.6               0.142
clock buffers                   3         22.5              0.0557
flip-flops and latches          6          120               0.297
multi-input cells              21          135               0.334
inverters                       1         3.75             0.00929
-- critical path: stages --
cell and delay, ns:
clkdlybuf4s50_1 0.56, buf_4 0.17, or2b_1 0.22, a21oi_1 0.13, o21bai_1 0.08
-- metal layers --
metal / track usage / routed length (um) / vias up
li1: - / - / 123
met1: 0.0261 / 335 / 99
met2: 0.0209 / 187 / 7
met3: 0.0193 / 68 / 0
met4: 0 / 0 / 0
met5: 0 / 0 / -
-- power breakdown --
group / internal [mW] / switching [mW] / leakage, nW
Combinational: 0.0274 / 0.0196 / 0.0699
Sequential: 0.159 / 0.00683 / 0.0493
Clock: 0.0846 / 0.0502 / 0.0138
Total: 0.271 / 0.0766 / 0.133
-- sequential cells by signal, summed over array words and instances (netlist names) --
signal	count
state_present	4
chg5	1
dispense	1
Power figures rest on the tool's default switching activity, not on a simulated workload.
