$ cat ./run.sh
#!/bin/bash
# OpenROAD 26Q1-2900-gdf79404cd8, Yosys 0.63+post, stock flow scripts
make -C /OpenROAD-flow-scripts/flow DESIGN_CONFIG=/design/flow/config.mk WORK_HOME=/design/flow/orfs finish
$ cat ./config.mk
export PLATFORM = sky130hd
export DESIGN_NAME = seq_detect_mealy
export DESIGN_NICKNAME = seq_detect_mealy
export VERILOG_FILES = /design/flow/design.v
export SDC_FILE = /design/flow/constraint.sdc
export NUM_CORES = 4
export LEC_CHECK = 1
export CORE_AREA = 10 10 70 70
export DIE_AREA = 0 0 80 80
$ cat ./constraint.sdc
current_design seq_detect_mealy

set clk_period 1.1
set clk_io_pct 0.2

create_clock -name clk0 -period $clk_period [get_ports {clk}]

set non_clock_inputs [all_inputs -no_clocks]
set_input_delay [expr $clk_period * $clk_io_pct] -clock clk0 $non_clock_inputs
set_output_delay [expr $clk_period * $clk_io_pct] -clock clk0 [all_outputs]
$ cat ./design.v
module seq_detect_mealy(
    input  wire clk,
    input  wire rst,    
    input  wire din,    
    output wire y       
);
    parameter S0   = 2'b00,   
              S1   = 2'b01,   
              S11  = 2'b10,   
              S110 = 2'b11;   
    reg [1:0] state_present, state_next;
    always @(posedge clk) begin
        if (rst)
            state_present <= S0;
        else
            state_present <= state_next;
    end
    assign y = (state_present == S110) && (din == 1'b1);
    always @(*) begin
        state_next = state_present;  
        case (state_present)
            S0:   state_next = din ? S1   : S0;
            S1:   state_next = din ? S11  : S0;
            S11:  state_next = din ? S11  : S110;
            S110: state_next = din ? S11  : S0;  
            default: state_next = S0;
        endcase
    end
endmodule
==> notes.md <==
flow finished, numbers: Critical Path End=y, Logic pwr share=0.065, Synth warnings=1, met3 layer usage reported by global route=0.0205, CTS buffer count=3, largest net degree at the start of global routing=5, Biggest register=state_present, top cell type's share of synthesized area=0.577, Unique cell types=8, CTS Sinks=4, Area after DPL=241 µm², Final ANT Viol Nets=0, DRT iter0 DRCs=1, Synth Flop Type=dfxtp_1, Clock H-tree levels=1, Post-route DRC=0, share of cells above drive strength 1=0.526, Core Area=approximately 0.0034 mm², Clk network pwr share=0.508, P_leak=0.0938 nW, Die ar.=approximately 0.0064 mm², WP data required=approximately 0.9 ns, Total Power=between 0.3 and 0.4 mW, # IOs=4, final count of hold timing violations=0, RR Endpoint=state_present[0]$_DFF_P_, number of global-route vias before repair=117, WHS=roughly 0.40 ns, HP Class=in2reg, final setup vio count=0, Avg Vias per Cell=1.54, PostCTS Resize Cnt=5, crit path from=state_present[3]$_DFF_P_, WS Path Type=reg2out, Max Clk Rate=979 MHz, clk ins delay skew pair=around 0.24 ns, GRT Residual Overflow=0, FP Core Util=0.0407, DP Worst Slack=-0.411 ns, final WL=336 µm, register share of total power=0.427, hold_buf cts=0, Setup Fix Bufs, Post-CTS=0, first-pass GRT wire length=510 µm, Chip Area, Yosys=139 µm², Worst setup SP type=register, routed vias=100, met1 Track Usage GR=0.0120, Synth top cell by count=dfxtp_1, area growth from synthesis to layout=86.5%, post-route design area=259 µm², max cap viols=0, clk buf depth=2, Yosys top cell by area=dfxtp_1, power per cell area=~1400 mW/mm², Final Skew=0.00271 ns, CTS tree=done, ys cells=11, final worst slack=~0.079 ns, Worst R2R Start=state_present[3]$_DFF_P_, Post-Syn Area=139 µm², Slew @ Worst Pin=0.177 ns, GR Layer Usage met2=0.00803, per-cell routed wire length=5.17 µm, number of enable flip-flop cells=0, final max-slew violation count=0, cycle use final=0.928, Pint=between 0.2 and 0.3 mW, ys flops=4, max reg flops=4, switch share=0.208, Slew HR=0.881, Reg clk slew, reported paths=0.04 ns, GPL Wtd Cong=0.554, FF-to-FF path depth=3, Worst Path Max Fanout=2, Top Registers=state_present (4), port buffer count=3, main area contributors after synthesis=dfxtp_1 58%, nor3b_2 9.0%, nor3_2 7.2%, and3b_1 6.3%, and2_2 5.4%, R2R Setup Slk=0.28 ns, total track usage=0.0114, Die X=80 µm, cell count after synthesis=11, run status=finished, final reports clean, Synth Seq Share=0.577, RSZ-0062 raised after global routing=no, async set or reset register ratio after synthesis=0, die height=around 80 µm, Psw=0.0759 mW, Root Buffer Master=clkbuf_4, initial antenna violation count=0, Rows=21, tool warnings=25, worst vdd rail ir drop=approximately 0.2 mV, crit end category=output pin, DR pass1 iterations=2, Antenna Cells=0, GR peak layer=met3, post-layout min period=1.02 ns, setup TNS after final layout=0 ns, Avg Cell Area, Syn=about 13 µm², Arr. time, crit path=0.80 ns
[how the worst min path moves through the flow]
stage | start | to | slack, ns | depth (start not counted)
after CTS | din | state_present[3]$_DFF_P_ | 0.39 | 3
final | din | state_present[3]$_DFF_P_ | 0.40 | 3
after global routing | din | state_present[3]$_DFF_P_ | 0.43 | 3
[power by group through the flow]
stage	Combinational [mW]	Sequential, mW	Clock [mW]
finish	0.0236	0.156	0.186
CTS	0.0238	0.156	0.197
global route	0.0258	0.156	0.201
[cell usage in the layout, fill, tap and decap left out]
cell,count
and2_2,1
and3b_1,1
buf_2,1
buf_4,2
clkbuf_4,3
clkdlybuf4s50_1,1
dfxtp_1,3
dfxtp_2,1
dlygate4sd2_1,1
nor3_1,1
nor3_2,1
nor3b_1,1
nor3b_2,1
o21bai_1,1
[through the flow]
| step | cells | util |
|---|---|---|
| after floorplan | 11 | - |
| after global placement | 62 | 0.0707 |
| after detailed placement | 62 | 0.0707 |
| after CTS | 65 | 0.0758 |
| after global routing | 65 | 0.0758 |
| final | 65 | 0.0758 |
[critical path, stage by stage, from the launching register on]
cell and delay, ns:
dfxtp_2 0.31, and2_2 0.15, buf_2 0.11
[routing by layer]
metal / routed length, µm / part of all wire
met1: 150 / 0.45
met2: 92 / 0.27
met3: 93 / 0.28
met4: 0 / 0
met5: 0 / 0
[cell families after synthesis]
group              Yosys count  share of synthesized area
and+or+nand+nor              6                      0.369
AOI/OAI and AO/OA            1                     0.0541
DFF                          4                      0.577
[layout make-up]
class	count	area, µm²
tap	46	57.6
multi-input combinational	7	58.8
sequential	4	81.3
clock buffer	3	22.5
timing repair buffer	5	38.8
fill	407	3160
Power figures rest on the tool's default switching activity, not on a simulated workload.
